File: design/flow/run.sh
#!/bin/bash
# OpenROAD 26Q1-2900-gdf79404cd8, Yosys 0.63+post, stock flow scripts
make -C /OpenROAD-flow-scripts/flow DESIGN_CONFIG=/design/flow/config.mk WORK_HOME=/design/flow/orfs finish
File: design/flow/config.mk
export PLATFORM = sky130hd
export DESIGN_NAME = scope_capture
export DESIGN_NICKNAME = scope_capture
export VERILOG_FILES = /design/flow/design.v
export SDC_FILE = /design/flow/constraint.sdc
export NUM_CORES = 4
export LEC_CHECK = 1
export CORE_AREA = 10 10 79 79
export DIE_AREA = 0 0 89 89
File: design/flow/constraint.sdc
current_design scope_capture

set clk_period 2.3
set clk_io_pct 0.2

create_clock -name clk0 -period $clk_period [get_ports {clk}]

set non_clock_inputs [all_inputs -no_clocks]
set_input_delay [expr $clk_period * $clk_io_pct] -clock clk0 $non_clock_inputs
set_output_delay [expr $clk_period * $clk_io_pct] -clock clk0 [all_outputs]
File: design/flow/design.v
module doublesync(indata,
				  outdata,
				  clk,
				  reset);
input indata,clk,reset;
output outdata;
reg reg1, reg2;
always @(posedge clk or negedge reset)
begin
	 if (!reset)
	 begin
	 	reg1 <= 1'b0;
		reg2 <= 1'b0;
	 end else 
	 begin
	 	reg1 <= indata;
		reg2 <= reg1;
	 end
end
assign outdata = reg2;
endmodule
module scope_capture #(parameter scope_bits = 16)
(input wire clk, input wire the_signal, input wire capture_enable, output reg[scope_bits-1:0] captured_data,
input wire  reset);
wire synced_capture_enable;
doublesync sync_enable(.indata(capture_enable),
				  .outdata(synced_capture_enable),
				  .clk(~clk),
				  .reset(1'b1));
always @ (posedge clk or negedge reset)
begin
      if (~reset)
		   captured_data <= 0;
	   else
		begin
				if (synced_capture_enable)
				begin
						captured_data <= {captured_data[scope_bits-2:0],the_signal};
				end
		end
end
endmodule
==> results.ini <==
[status]
outcome = finished clean

[synthesis]
avgSynthCellArea_sq_um = 18.7
topCellsByArea = dfrtp_1 58%, mux2_4 22%, mux2_2 9.7%
yosys_warnings = 2
top_cell_area_share = 0.578
yosysChipArea_sq_um = 693
ys_seq_frac = 0.635
synth_stat.cells = 37
ys_ff = 18
synthCells = 37
syn_area_sq_um = 693
synth.largest_area_cell = dfrtp_1
ys_types = 7

[clock_tree]
htreeDepth = 1
cts_sinks = 18
cts_resized = 0
cts_hold_buf = 0
insertion_delay_ps = 310
cts_tree = built
cts_inserted_buffers = 3
cts_setup_buffers = 0
clockRootBuffer = clkbuf_8
worst_setup_hold_path_clk_slew_ps = 60
cts_buffer_depth = 2

[power_and_ir_drop]
leakage_nw = 0.443
fin_total_pwr_mw = 1.15
p_per_area_nw_per_um2 = 1150
sw_frac_of_total = 0.211
intPower_uw = 908
power_frac_clock = 0.246
pwr-share-comb = 0.313
seqPwrFrac = 0.441
power.switching_uw = 243
ir_drop_mv = 0.400

[timing]
skew_ps = 61.6
setup-violations-final = 0
worst_pin_slew_ps = 718
finalHoldViolCount = 0
slew_headroom = 0.520
holdWs_ps = 323
slew_violations = 0
fin_setup_tns_ps = 0
rsz0062_at_grt = no

[layout]
drive_gt1_frac = 0.350
final_area_sq_um = 1000
stdcell_count = 114
fill_cells = 481
syn_to_final_growth_pct = 44.6

[routing]
num_vias = 353
via_per_inst = 3.10
drc = 0
wl_per_cell_um = 11.1
num_antenna_cells = 0
drt_iter0_drc = 12
drt_first_pass_iters = 3
ant_nets = 0
wl_um = 1270

[floorplanning]
io_pins = 20
rows = 25
core_area_sq_um = 4660
fp_util = 0.149
die-width_um = 89
chip_area_sq_um = 7920
die_h_um = 89

[run]
warnings = 27
maxCapViolations = 0

[placed_design]
port-buffer-count = 19
dp.cells = 109
placed_area_sq_um = 940
dp_hpwl_um = 992
place_congestion = 0.714

[setup_path]
r2r_slack_ps = 120
path_class = flop to flop
cp.required_ps = 2430
endpoint_kind = flop
crit_arrival_ps = 2310
path_max_fanout = 16
worst_setup_path_start_kind = flop

[global_route]
antenna_found_initial = 0
grt_max_degree = 17
grtUsageTotal = 0.0330
grt_pass1_vias = 347
grt_pass1_wl_um = 1990
overflow = 0

[worst_hold_path]
hold_path_class = flop to flop

==> cells in the mapped netlist <==
cell,n
mux2_4,10
inv_1,1
dfrtp_1,16
mux2_2,6
buf_6,1
buf_12,1
dfxtp_1,2
==> power groups by stage <==
stage,Clock (mW),Sequential [mW],Combinational (mW)
4_1_cts,0.294,0.511,0.373
5_1_grt,0.314,0.526,0.386
6_report,0.283,0.507,0.361
==> flip-flops by register name, indices dropped and copies added (netlist names) <==
signal            cells
captured_data        16
sync_enable.reg1      1
sync_enable.reg2      1
==> path summary, 6_finish.rpt <==
kind,end,cells after the start,from
setup / recovery,captured_data[14],2,sync_enable.reg2
hold / removal,sync_enable.reg2,0,sync_enable.reg1
setup reg to reg,captured_data[14],2,sync_enable.reg2
hold reg to reg,sync_enable.reg2,0,sync_enable.reg1
max in group asynchronous,captured_data[1],1,reset
min in group asynchronous,captured_data[8],1,reset
==> metal layers <==
metal  GRT usage  wire length, um  part of all wire  vias to the layer above
met5           0                0                 0                        -
met4     0.00145                5            0.0039                        0
met3      0.0211              162              0.13                        2
met2      0.0452              542              0.43                       12
met1      0.0451              556              0.44                      166
li1            -                -                 -                      173
==> logic make-up (layout without fill, tap and decap cells) <==
logic type  count (synthesis)  in the layout  share of synthesized area
buf+inv                     3             26                     0.0505
mux                        16             16                      0.314
flops                      18             18                      0.635
==> layout make-up <==
cell class,count,area [sq um],share of cell area
Tap cell,54,67.6,0.0674
Clock inverter,3,25.0,0.0250
Multi-Input combinational cell,16,218,0.217
Timing Repair Buffer,20,210,0.210
Sequential cell,18,440,0.439
Clock buffer,3,41.3,0.0412
==> worst max-delay path: stages, from the launching register on <==
cell and delay, ps:
dfxtp_1 340, buf_12 170, mux2_2 340
==> through the flow <==
step                      utilization  setup slack (ps)
after floorplan                     -               177
after global placement          0.202               181
after detailed placement        0.202               174
after CTS                       0.215               115
after global routing            0.215              99.6
final                           0.215               118
==> cell usage in the layout, fill, tap and decap left out <==
cell / Yosys / final
dfrtp_1: 16 / 16
clkdlybuf4s50_1: 0 / 19
clkbuf_8: 0 / 3
buf_12: 1 / 1
inv_1: 1 / 2
dfxtp_1: 2 / 2
mux2_2: 6 / 6
bufinv_8: 0 / 1
mux2_4: 10 / 10
Power is estimated from default activity; no workload was simulated.
