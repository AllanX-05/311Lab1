--- run.sh ---
#!/bin/bash
# OpenROAD 26Q1-2900-gdf79404cd8, Yosys 0.63+post, stock flow scripts
make -C /OpenROAD-flow-scripts/flow DESIGN_CONFIG=/design/flow/config.mk WORK_HOME=/design/flow/orfs finish
--- config.mk ---
export PLATFORM = sky130hd
export DESIGN_NAME = ToneOrgan
export DESIGN_NICKNAME = ToneOrgan
export VERILOG_FILES = /design/flow/design.v
export SDC_FILE = /design/flow/constraint.sdc
export NUM_CORES = 4
export LEC_CHECK = 1
export CORE_AREA = 10 10 98 98
export DIE_AREA = 0 0 108 108
--- constraint.sdc ---
current_design ToneOrgan

set clk_period 3.7
set clk_io_pct 0.2

create_clock -name clk0 -period $clk_period [get_ports {inclk}]

set non_clock_inputs [all_inputs -no_clocks]
set_input_delay [expr $clk_period * $clk_io_pct] -clock clk0 $non_clock_inputs
set_output_delay [expr $clk_period * $clk_io_pct] -clock clk0 [all_outputs]
--- design.v ---
module NDivider(inclk, outclk, reset, divisor);
	input logic inclk;
	output logic outclk;
	input logic reset;
	input logic [31:0] divisor;
	reg [31:0] counter;
	always_ff @(posedge inclk) begin
		if (~reset)
			counter <= 32'h0;
		else if (counter < divisor - 1)
			counter <= counter + 1;
		else 
			counter <= 32'h0;
	end
	always_ff @(posedge inclk) begin
		if (~reset) 
			outclk <= 0;
		else if (counter == 0)
			outclk <= ~outclk;
	end
endmodule 
module ToneOrgan (sel, inclk, outclk, reset);
	input logic [2:0] sel;
	input logic inclk;
	input logic reset;
	output logic outclk;
	logic [31:0] divisor;
	always_comb begin
		case (sel)
			3'b000: divisor = 32'd47801;  
			3'b001: divisor = 32'd42589;  
			3'b010: divisor = 32'd37936;  
			3'b011: divisor = 32'd35816;  
			3'b100: divisor = 32'd31928;  
			3'b101: divisor = 32'd28409;  
			3'b110: divisor = 32'd25329;  
			3'b111: divisor = 32'd23900;  
			default: divisor = 32'd47801;  
		endcase
	end
	NDivider toneDivider (.inclk(inclk), .outclk(outclk), .reset(reset), .divisor(divisor));
endmodule 
==> run_results.csv <==
group,metric,value,unit
yosys,top_area_cell,"dfxtp_1",
setup_path,critPathMaxFanout,7,
yosys,mux_area_share,0.463,%
layout,stdcell_area,0.00254,mm²
setup_path,worst-setup-path-type,"in2reg",
yosys,synthFlopType,"dfxtp_1",
timing,setup_viol,0,
yosys,ys_warn_count,2,
yosys,ys_seq_share,30.6,%
drt,drtIter0Drc,60,
drt,wl_per_cell,12.0,µm
drt,diodes,0,
yosys,top_logic_kind,"simple AND/OR/NAND/NOR gates",
drt,drcViolationCount,0,
layout,logic_area,0.00143,mm²
timing,slew_violations,0,
yosys,synth.top_cell.area_share,30.6,%
power,p_int,0.628,mW
yosys,synthSimpleGateAreaFrac,28.2,%
run_status,status,"complete, no violations",
layout,drive_above_1_share,10.1,%
layout,seq_area,661,µm²
yosys,ys_area,0.00216,mm²
timing,fmax,0.293,GHz
drt,drt_wl_total,4580,µm
clock_network,numClockSinks,33,
yosys,ys_sh_xor,10.9,%
timing,final_hold_viol_count,0,
yosys,enable_flop_cells,0,
yosys,syn_area_per_cell,8.35,µm²
timing,period_needed,3.42,ns
timing,slew_headroom,66.1,%
global_route,grt_pass1_wl,7780,µm
place,numPortBuffers,5,
die,rows,32,
power,p_comb_share,11.8,%
place,placed_area,0.00239,mm²
yosys,async_flop_share,0,%
power,power_leakage,1.06,nW
place,dp_cells,371,
min_path,hold_class,"reg2reg",
clock_network,clkLatencyLatePin,0.28,ns
timing,finalClockPeriodUsage,92.3,%
drt,drt_pass1_iterations,4,
yosys,synth_cells,259,
layout,area_growth,17.3,%
yosys,synth_flops,33,
clock_network,ctsHoldBuffers,0,
power,p_clk_share,43.5,%
yosys,synth_area,0.00216,mm²
drt,via_per_inst,4.92,
clock_network,clock_path_buffers,2,
yosys,synthTopCellsByArea,"dfxtp_1 (31%), ha_1 (14%), xor2_1 (9.3%)",
power,pwr_density_cell,324,mW/mm²
die,coreArea,0.00765,mm²
die,initCoreUtil,28.3,%
setup_path,r2r-start,"toneDivider.counter[2]$_SDFF_PN0_",
global_route,grt-ovfl-total,0,
yosys,synth-cells-yosys,259,
run,drv_cap,0,
drt,vias,1871,
clock_network,clk_pin_slew,0.07,ns
setup_path,cp-startpoint,"sel[0]",
power,switching_share,23.7,%
yosys,synthAdderAreaFrac,14.5,%
clock_network,cts_tree,"yes",
timing,tightest_slew,0.508,ns
clock_network,htree_num_levels,2,
layout,fin_cells,380,
drt,ant_nets,0,
timing,clock_skew,0.00481,ns
place,place.detailed.hpwl,3290,µm
power,vdd_ir_drop_max,0.154,mV
min_path,hp-start,"toneDivider.counter[26]$_SDFF_PN0_",
global_route,grt_pass1_vias,1672,
setup_path,start_kind,"input port",
clock_network,numCtsBuffers,5,
timing,final.setup.tns,0,ns
setup_path,arrival,3.59,ns
yosys,ys_sh_aoi,10.8,%
global_route,track_usage,7.87,%
layout,n_fill_cell,774,
run,warnings,29,
place,place.gp.congestion,0.832,
die,num_io_pins,6,
setup_path,critPathCaptureType,"register",
power,switching_power,0.195,mW
yosys,ys_types,40,
die,dieHeight,108,µm
clock_network,cts_root_buffer,"clkbuf_8",
die,die_area,0.0117,mm²
global_route,antenna_found_initial,0,
power,pwr-share-seq,44.7,%
die,die_width,108,µm
global_route,grt_start_max_net_pins,15,
setup_path,crit_required,3.87,ns
[power by group through the flow]
stage	Combinational (mW)	Sequential, mW	Clock, mW
global route	0.111	0.369	0.384
CTS	0.0953	0.368	0.365
finish	0.0973	0.368	0.358
[registers in the layout, summed over array words and instances (netlist names)]
register / flops
toneDivider.counter: 32
toneDivider.outclk: 1
[routing by layer]
layer / vias to the layer above / GRT usage, % / wire [µm]
li1: 972 / - / -
met1: 863 / 11.1 / 2240
met2: 29 / 12.8 / 2100
met3: 7 / 1.33 / 171
met4: 0 / 0.954 / 62
met5: - / 0 / 0
[synthesized netlist by cell type, types with 2 or more instances]
library cell	n
inv_1	13
dfxtp_1	33
buf_2	4
and3_1	7
nand3_1	12
and4_1	7
nand4_1	15
o31ai_1	4
nand2_1	16
or3_1	3
nor4_1	6
ha_1	25
a221oi_1	2
buf_4	2
nor3_1	4
xor2_1	23
and2_1	4
a21oi_1	12
xnor2_1	4
nor2_1	30
o21ai_0	11
clkbuf_1	3
or4_1	2
[worst max-delay path, cell delays in order]
cell             delay (ns)
clkdlybuf4s50_1        0.53
inv_1                  0.08
ha_1                   0.30
nand2_1                0.07
and2_1                 0.15
ha_1                   0.19
nand4_1                0.11
o21ai_1                0.06
nand2_1                0.06
o31ai_1                0.06
ha_1                   0.31
nand4_1                0.13
a311oi_2               0.24
nor3_2                 0.08
o221ai_2               0.22
buf_4                  0.21
a21oi_1                0.05
[path summary, 6_finish.rpt]
path / endpoint / depth (start not counted) / slack, ns
worst min-delay path: toneDivider.counter[26]$_SDFF_PN0_ / 2 / 0.51
worst min register to register: toneDivider.counter[26]$_SDFF_PN0_ / 2 / 0.51
worst max-delay path: toneDivider.counter[31]$_SDFF_PN0_ / 17 / 0.28
worst max register to register: toneDivider.counter[31]$_SDFF_PN0_ / 5 / 1.61
[metrics by stage]
stage	utilization, %	total power [mW]	worst slack [ns]	hold WS (ns)
3_5_place_dp	31.3	0.471	-0.0935	0.505
6_report	33.2	0.823	0.283	0.514
4_1_cts	32.8	0.828	0.220	0.516
2_1_floorplan	-	0.432	0.647	0.461
5_1_grt	33.2	0.863	-0.00174	0.567
3_3_place_gp	31.3	0.470	0.0215	0.488
[layout by cell type (no fill, tap or decap), types with 2 or more instances in the layout]
cell type	synthesis	routed
xor2_1	23	23
dfxtp_1	33	33
a221oi_1	2	2
or4_1	2	2
conb_1	1	3
nor2_1	30	30
a21oi_1	12	12
xnor2_1	4	4
nor4_1	6	6
clkbuf_8	0	6
nand4_1	15	15
and4_1	7	7
nor3_1	4	3
ha_1	25	25
clkdlybuf4s50_1	0	5
o21ai_0	11	10
or3_1	3	3
o31ai_1	4	4
and2_1	4	4
buf_4	2	13
nand2_1	16	16
nand3_1	12	12
and3_1	7	7
inv_1	13	13
[area by class of cell]
type | instances | share of cell area [%]
tap | 102 | 5.03
timing repair buffer | 18 | 5.82
sequential | 33 | 26.0
multi-input combinational | 206 | 56.4
clock buffer | 6 | 3.26
inverter | 13 | 1.92
clock inverter | 2 | 1.48
[timing repair]
action,4_1_cts,5_1_grt
setup buffers,0,0
setup endpoints to repair,0,20
gates resized,0,8
hold endpoints to repair,0,0
[cell families (layout without fill, tap and decap cells)]
group	count (synthesis)	in the layout
compound gates	37	37
buf+inv	22	39
simple gates	113	113
xor+xnor	27	27
fa+ha+maj	25	25
other cells	1	3
mux	1	1
flops	33	33
Power figures rest on the tool's default switching activity, not on a simulated workload.
